File: run.sh
#!/bin/bash
# OpenROAD 26Q1-2900-gdf79404cd8, Yosys 0.63+post, stock flow scripts
make -C /OpenROAD-flow-scripts/flow DESIGN_CONFIG=/design/flow/config.mk WORK_HOME=/design/flow/orfs finish
File: design.v
module stimulus (
    output reg [7:0] R,
    output reg [7:0] S,
    output reg       CI,
    output reg [1:0] ALB_MI,
    input            clk,
    input            resetb
);
    reg [3:0] counter = 0;
    always @(posedge clk or negedge resetb) begin
        if (!resetb) begin
            counter <= 0;
            R <= 8'b0;
            S <= 8'b0;
            CI <= 0;
            ALB_MI <= 2'b00;
        end else begin
            counter <= counter + 1;
            case (counter)
                4'd0: begin R <= 8'h55; S <= 8'h33; CI <= 1'b1; ALB_MI <= 2'b00; end
                4'd1: begin R <= 8'hAA; S <= 8'h0F; CI <= 1'b0; ALB_MI <= 2'b01; end
                4'd2: begin R <= 8'h0F; S <= 8'hF0; CI <= 1'b1; ALB_MI <= 2'b10; end
                4'd3: begin R <= 8'hFF; S <= 8'h00; CI <= 1'b0; ALB_MI <= 2'b11; end
                4'd4: begin R <= 8'h0A; S <= 8'h05; CI <= 1'b1; ALB_MI <= 2'b00; end
                4'd5: begin R <= 8'hF0; S <= 8'h0F; CI <= 1'b0; ALB_MI <= 2'b01; end
                4'd6: begin R <= 8'h3C; S <= 8'hC3; CI <= 1'b1; ALB_MI <= 2'b10; end
                4'd7: begin R <= 8'hAA; S <= 8'h55; CI <= 1'b0; ALB_MI <= 2'b11; end
                default: begin
                    R <= 8'b0; S <= 8'b0; CI <= 0; ALB_MI <= 2'b00;
                end
            endcase
        end
    end
endmodule
File: constraint.sdc
current_design stimulus

set clk_period 1.5
set clk_io_pct 0.2

create_clock -name clk0 -period $clk_period [get_ports {clk}]

set non_clock_inputs [all_inputs -no_clocks]
set_input_delay [expr $clk_period * $clk_io_pct] -clock clk0 $non_clock_inputs
set_output_delay [expr $clk_period * $clk_io_pct] -clock clk0 [all_outputs]
File: config.mk
export PLATFORM = sky130hd
export DESIGN_NAME = stimulus
export DESIGN_NICKNAME = stimulus
export VERILOG_FILES = /design/flow/design.v
export SDC_FILE = /design/flow/constraint.sdc
export NUM_CORES = 4
export LEC_CHECK = 1
export CORE_AREA = 10 10 97 97
export DIE_AREA = 0 0 107 107
==> Table 3: Implementation characteristics <==
Physical design parameters

Parameter                              Value

Clock tree
  Cts-stage hold buffer count    0
  CTS clk-pin slew, worst paths    80 ps
  Buffers from clock root to sink, at most    2
  Cells resized by post-CTS repair    0
  H-tree depth    1
  CTS buffer count    3
  CTS tree    yes
  Number of clock sinks    22
  Root Buffer Master    clkbuf_8
  Post-CTS Setup Inserts    0
  Later-pin clock latency in the skew report    260 ps

Setup path
  Worst setup path class    reg2out
  CP Buf/Inv Count    1
  Sequence of cells on the critical path    clkdlybuf4s50_1
  Worst endpoint required time    1200 ps
  Critical Path End Type    output port
  Beginning of the worst register-to-register path    counter[0]
  Total number of cells along the worst setup path    1
  Biggest cell delay along the critical path    470 ps
  Critical path's slowest cell    clkdlybuf4s50_1
  Crit path DAT    1090 ps
  Capturing point of the worst reg2reg path    R[6]
  Slack of the worst reg-to-reg path    240 ps
  Kind of cell with the highest combined delay on the critical path    buffers and inverters
  Kind of launch point of the worst setup path    flip-flop
  Cell count of the worst reg-to-reg path    4
  Capture point of the critical path    R[6]
  Origin of the worst setup path    R[6]
  Crit-path max FO    1

STA
  Tmin final    1391 ps
  Worst Tran Pin Value    315.7 ps
  Number of endpoints with negative hold slack in the final report    0
  Final WS setup    109.1 ps
  Final-report max-slew violation count    0
  Worst-case clock skew    3.948 ps
  Worst hold slack    385.3 ps
  Post-Route Setup TNS    0 ps
  Ratio of final minimum period to clock period    0.9273
  Slew headroom    0.7895
  Unrepaired setup endpoints after global routing    false
  Number of setup violations in the final report    0
  Peak clock frequency supported by timing    slightly above 700 MHz

Yosys
  Largest area contributor in the netlist    dfrtp_1
  Number of synthesized flops with an enable pin    0
  Yosys Warn Count    1
  Post-synthesis share of cell area spent on full adders, half adders and majority gates    0.08287
  Area fraction in compound gates after synthesis    0.09116
  Dominant register cell    dfrtp_1
  Flop and latch count out of synthesis    22
  Area figure in the yosys stat output    905.9 sq um
  Count of instantiated cells in the yosys netlist    a little under 70
  Dominant comb cell    simple AND/OR/NAND/NOR gates
  Share of synthesized registers carrying an async set or reset    1.000
  Portion of the post-synthesis area used by sequential elements    0.6077
  Syn Area/Cell    13.13 sq um
  Post-synthesis share of cell area spent on and, or, nand and nor gates    0.1174
  Cells after synthesis    roughly 69
  Library cells used by synthesis    21
  Main area contributors after synthesis    dfrtp_1 61%, ha_1 8.3%, nor2b_1 4.1%
  XOR/XNOR Fraction of Synth Area    0.01934
  Mux cell area share    0.01105
  Area fraction of the dominant cell type after synthesis    0.6077
  Cell Area, Synth    approximately 910 sq um

Placement
  Placer's final routability congestion estimate    0.7787
  HPWL after detailed placement    1349 microns
  Worst-case setup slack after placement    roughly 250 ps
  Count of buffers from port buffering    20

Floorplan
  Total I/O pin count    21
  Core Box Area    7292 sq um
  Total die area    11450 sq um
  Number of rows in the core area    31
  Core Util at FP    0.1242
  Die height    ~110 microns
  Die x size    about 110 microns

Run status
  Run status    finished, final reports clean

Route
  Number of inserted diodes    0
  Number of remaining DRC errors    0
  Total wire length    1794 microns
  Wire length per cell    9.295 microns
  Iteration-0 DRC Markers    10
  Number of vias per cell after detailed routing    2.860
  First-pass iteration count of the detailed router    2
  Number of nets still failing antenna checks after routing    0
  Total number of vias    552

Job
  Number of warning messages in the logs    30
  Max_cap viols    0

Global routing
  Total overflow reported by the global router    0
  Overall fraction of global-route tracks in use    0.03163
  Via count of the first global-routing pass    534
  Antenna violations before repair    0
  Pin count of the biggest net entering global routing    23
  First-pass GRT wire length    2967 microns

Pwr
  Static power due to leakage    0.5699 nW
  P per Cell Area    between 800 and 900 nW/um^2
  Total power of the final layout    roughly 1.1 mW
  Maximum ir drop on the vdd rail    around 0.38 mV

Final layout
  Layout overhead on the synthesized area    42.82%
  Ratio of cells with drive above 1 in the final layout    0.1702

Hold path
  Min-Delay Path Class    in2async
## worst reg2reg max path, delay by kind of cell, from the launching register on
kind	cells	cell delay, ps
and+or+nand+nor	1	260
adders and majority gates	1	300
AOI/OAI and AO/OA	1	120
DFF	1	380
buffers and inverters	1	140
## placed cells by master (no fill, tap or decap)
master	instances
dfrtp_1	22
clkdlybuf4s50_1	20
nor2b_1	6
ha_1	6
buf_4	6
nor2_1	5
a211oi_1	4
inv_1	3
clkbuf_8	3
nor3_1	2
nand2b_1	2
a21oi_1	2
a211oi_2	2
nand2_1	2
a21oi_2	2
mux2i_1	1
or2_4	1
nor2_2	1
nand3_1	1
xnor2_1	1
xor2_1	1
bufinv_16	1
## where the power goes
group	internal [mW]	total, mW	switching (mW)	leakage (nW)
Combinational	0.00400	0.0150	0.0110	0.220
Clock	0.356	0.539	0.183	0.0357
Sequential	0.592	0.592	0	0.314
## cells by family after synthesis
logic type | count (synthesis)
adders and majority gates | 6
buffers and inverters | 8
and+or+nand+nor | 20
muxes | 1
AOI/OAI and AO/OA | 10
DFF | 22
xor gates and xnor gates | 2
## state kept, by name (all words and copies together) (netlist names)
signal   count
counter      4
CI           1
ALB_MI       2
R            7
S            8
## metal layers
metal  wire length [microns]  GRT usage
met1                     811    0.03982
met2                     776    0.04785
met3                     150    0.01395
met4                      55   0.009671
met5                       0          0
## worst min path at each step
| stage | endpoint | cells after the start |
|---|---|---|
| final | R[1] | 2 |
| after global routing | S[0] | 2 |
| after CTS | S[0] | 2 |
## metrics by stage
step	utilization	cell area, sq um	std cells
floorplan	-	905.9	69
global placement	0.1676	1222	189
detailed placement	0.1676	1222	189
CTS	0.1774	1294	193
global route	0.1774	1294	193
finish	0.1774	1294	193
## layout make-up
class,count,area (sq um)
clock buffers,3,41.29
fillers,820,5998
multi-input cells,39,291.5
inverters,3,11.26
flip-flops and latches,22,550.5
well taps,99,123.9
clock inverters,1,30.03
repair buffers,26,245.2
## synth_stat cells (3+ instances only)
cell      number
nor2b_1        6
dfrtp_1       22
a211oi_1       4
inv_1          3
nor2_1         5
ha_1           6
Power and IR drop assume default switching activity.
