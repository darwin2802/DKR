[/design/flow/design.v]
module ALB (
    input             clk,
    input             resetb,
    input      [7:0]  R_in,
    input      [7:0]  S_in,
    input             CI_in,
    input      [1:0]  ALB_MI,
    output reg [7:0]  F,
    output            CO,
    output            ZO,
    output            NO,
    output            VO
);
    reg [7:0] R, S;
    reg       CI;
    always @(posedge clk or negedge resetb) begin
        if (!resetb) begin
            R <= 8'b0;
            S <= 8'b0;
            CI <= 1'b0;
        end else begin
            R <= R_in;
            S <= S_in;
            CI <= CI_in;
        end
    end
    wire [8:0] add_result  = {1'b0, R} + {1'b0, S} + CI;
    wire [8:0] sub_result  = {1'b0, R} + {1'b0, ~S} + CI;   
    wire [7:0] and_result  = R & S;
    wire [7:0] or_result   = R | S;
    assign CO = (ALB_MI == 2'b00) ? sub_result[8] :
                (ALB_MI == 2'b10) ? add_result[8] : 1'b0;
    assign ZO = (F == 8'b00000000);
    assign NO = F[7];
    assign VO = (ALB_MI == 2'b10) ?
                ((R[7] == S[7]) && (F[7] != R[7])) :
                (ALB_MI == 2'b00) ?
                ((R[7] != S[7]) && (F[7] != R[7])) :
                1'b0;
    always @(*) begin
        case (ALB_MI)
            2'b00: F = sub_result[7:0];
            2'b01: F = and_result;
            2'b10: F = add_result[7:0];
            2'b11: F = or_result;
            default: F = 8'b00000000;
        endcase
    end
endmodule
[/design/flow/run.sh]
#!/bin/bash
# OpenROAD 26Q1-2900-gdf79404cd8, Yosys 0.63+post, stock flow scripts
make -C /OpenROAD-flow-scripts/flow DESIGN_CONFIG=/design/flow/config.mk WORK_HOME=/design/flow/orfs finish
[/design/flow/config.mk]
export PLATFORM = sky130hd
export DESIGN_NAME = ALB
export DESIGN_NICKNAME = ALB
export VERILOG_FILES = /design/flow/design.v
export SDC_FILE = /design/flow/constraint.sdc
export NUM_CORES = 4
export LEC_CHECK = 1
export CORE_UTILIZATION = 30
[/design/flow/constraint.sdc]
current_design ALB

set clk_period 5.7
set clk_io_pct 0.2

create_clock -name clk0 -period $clk_period [get_ports {clk}]

set non_clock_inputs [all_inputs -no_clocks]
set_input_delay [expr $clk_period * $clk_io_pct] -clock clk0 $non_clock_inputs
set_output_delay [expr $clk_period * $clk_io_pct] -clock clk0 [all_outputs]
==> reports/results.tsv <==
metric	value	unit
fill_cells	526	
ys_chip_area	1582	um2
p_sw_share	30.22	%
finalCritPeriodShare	80.82	%
drt-pass1-iter-count	4	
top_level_ports	33	
fmax	217.1	MHz
portBuffers	32	
setup_violations	0	
wl	3.099	mm
netlist_instances	166	
hold_viol_final	0	
holdBufCountCts	0	
drive_gt1_share	9.596	%
dpl_cell_area	1974	um2
gp_congestion	0.8890	
yosys_warnings	1	
power_frac_seq	36.5	%
combPwrFrac	37.7	%
track_usage	12.09	%
top_area_share	26.90	%
cts_buffer_depth	2	
cts-root-buf	clkbuf_8	
slew_viol_final	0	
totalPowerFinal	0.0003603	W
cts_setup_buffers	0	
cts_tree	done	
die_y	74.61	um
cp-start-kind	primary input	
overflow	0	
h-tree-depth	1	
place_inst	264	
synth-edff-count	0	
design_area	2019	um2
crit_arrival	3.47	ns
warnings	42	
async_reset_ff_share	100.0	%
p_leak	0.9157	nW
final_util	39.54	%
initial_core_util	30.97	%
top_cells_by_count	inv_1, ha_1, dfrtp_1, nand2_1, nor2_1	
grt_max_degree	18	
endpoint_kind	output pin	
area_growth	27.69	%
top_area_cell	dfrtp_1	
required	4.56	ns
ys_seq_share	26.90	%
dieWidth	74.61	um
worstSetupStartpoint	ALB_MI[1]	
rows	26	
antenna_found_initial	0	
p_int	0.0002514	W
post_cts_resized	0	
synth_area_per_cell	9.527	um2
area_leaders	dfrtp_1, ha_1, inv_1	
dieArea	5566	um2
drv_cap	0	
cts.sinks	17	
grt_pass1_wl	5.037	mm
min_path_type	primary input to register	
drt_iter0_markers	30	
powerDensity	178.4	nW/um2
viasPerCell	4.534	
ys_ff	17	
ir_drop	84.73	uV
status	finished clean	
critical_path_class	primary input to output pin	
min_period	4.607	ns
drc	0	
clkSlewWorstSetupHoldPaths	0.07	ns
crit_fanout	7	
finalSetupTns	0	ns
crit_end	ZO	
slew-limit-headroom	46.89	%
ant_nets	0	
syn_area	1582	um2
grt_pass1_vias	1088	
tightest_slew	0.7941	ns
diodes	0	
most_common_cell	inv_1	
dp_hpwl	2.569	mm
yosysCellCount	166	
grt_setup_unrepaired	false	
clkPwrFrac	25.8	%
vias	1215	
core_area	5107	um2
cts_buffers	3	
wl_per_cell	11.56	um
yosysUniqueCellTypes	46	
synth-main-ff-cell	dfrtp_1	
fin_cells	268	
p_sw	0.0001089	W
## final cells by class
type	instances	area [um2]	share of cell area, %
multi-input combinational	114	1017	50.37
sequential	17	425.4	21.07
timing repair buffer	34	335.3	16.60
inverter	29	108.9	5.390
tap	70	87.58	4.337
clock buffer	4	45.04	2.230
## worst min-delay path by stage
stage	cells past startpoint	from	slack [ns]	endpoint
4_1_cts	1	S_in[3]	1.31	S[3]
5_1_grt	1	S_in[4]	1.31	S[4]
6_report	1	R_in[2]	1.32	R[2]
## metal layers
metal,share of wire [%],vias to the layer above,wire (um),global-route usage (%)
li1,-,626,-,-
met1,52,554,1602,20.96
met2,42,31,1303,16.42
met3,5.0,4,155,1.786
met4,1.2,0,38,1.677
met5,0,-,0,0
## flip-flops by register name, summed over array words and instances, names as in the netlist
signal  count
CI          1
S           8
R           8
## critical path: stages
cell and delay, ns:
clkdlybuf4s50_1 0.56, inv_2 0.23, mux4_2 0.55, nor3_1 0.16, o2111ai_1 0.15, nor4_2 0.17
clkdlybuf4s50_1 0.50
## power by group through the flow
stage	Clock (W)	Sequential [W]	Combinational, W
CTS	0.0000970	0.000132	0.000138
finish	0.0000929	0.000132	0.000136
global route	0.000102	0.000133	0.000151
## cells by family (layout without fill, tap and decap cells)
family / count (synthesis) / count (layout) / synth area share (%)
AND-OR/OR-AND: 33 / 33 / 17.09
XOR/XNOR: 5 / 5 / 2.769
adder cells (fa/ha/maj): 27 / 27 / 23.26
buffers and inverters: 35 / 67 / 8.781
flip-flops: 17 / 17 / 26.90
multiplexers: 8 / 8 / 7.595
AND/OR/NAND/NOR: 41 / 41 / 13.61
## cell usage in the layout, fill, tap and decap left out, drive strengths merged, types with 3 or more instances in the layout
master         count
inv               29
nor3               4
ha                23
nand2b             7
a21oi              8
nand2             10
nor2               8
mux2i              3
o21ai              4
dfrtp             17
clkdlybuf4s50     32
clkbuf             4
mux4               3
nand3              3
xnor2              4
o211ai             4
fa                 4
## metrics by stage
| stage | hold slack, ns | worst slack (ns) |
|---|---|---|
| after floorplan | 0.8444 | 2.290 |
| after global placement | 1.585 | 1.064 |
| after detailed placement | 1.588 | 1.049 |
| after CTS | 1.312 | 1.046 |
| after global routing | 1.312 | 0.8988 |
| final | 1.315 | 1.093 |
Power and IR drop assume default switching activity.
